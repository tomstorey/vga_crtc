**design/flow/run.sh**
```bash
#!/bin/bash
# OpenROAD 26Q1-2900-gdf79404cd8, Yosys 0.63+post, stock flow scripts
make -C /OpenROAD-flow-scripts/flow DESIGN_CONFIG=/design/flow/config.mk WORK_HOME=/design/flow/orfs finish
```
**design/flow/config.mk**
```make
export PLATFORM = sky130hd
export DESIGN_NAME = upcounter
export DESIGN_NICKNAME = upcounter
export VERILOG_FILES = /design/flow/design.v
export SDC_FILE = /design/flow/constraint.sdc
export NUM_CORES = 4
export LEC_CHECK = 1
export CORE_AREA = 10 10 70 70
export DIE_AREA = 0 0 80 80
```
**design/flow/constraint.sdc**
```tcl
current_design upcounter

set clk_period 1.4
set clk_io_pct 0.2

create_clock -name clk0 -period $clk_period [get_ports {clk}]

set non_clock_inputs [all_inputs -no_clocks]
set_input_delay [expr $clk_period * $clk_io_pct] -clock clk0 $non_clock_inputs
set_output_delay [expr $clk_period * $clk_io_pct] -clock clk0 [all_outputs]
```
**design/flow/design.v**
```verilog
`timescale 1ns/1ns
module upcounter
#(parameter WIDTH=8,
            INCREMENT=1,
            MAX_COUNT=-1,
            RESET_VALUE=0
)
(
    input wire reset,
    input wire enable,
    input wire clk,
    output reg[WIDTH-1:0] count
);
    always @(posedge clk, posedge reset) begin
        if (reset) begin
            count <= RESET_VALUE;
        end
        else begin
            if (enable) begin
                if (count < MAX_COUNT) begin
                    count <= count + INCREMENT;
                end
                else begin
                    count <= {WIDTH{1'b0}};
                end
            end
        end
    end
endmodule
```
==> flow_results.xml <==
<?xml version="1.0" encoding="UTF-8"?>
<metrics>
  <group name="placed_design">
    <metric name="port_buffers" unit="">10</metric>
    <metric name="post-dp-hpwl" unit="microns">630</metric>
    <metric name="placed_cells" unit="">84</metric>
    <metric name="final_estimated_routing_congestion_in_global_placement" unit="">0.793</metric>
  </group>
  <group name="setup_path">
    <metric name="worst-path-stages" unit="">1</metric>
    <metric name="timing.rr.start" unit="">count[0]</metric>
    <metric name="worstPathMaxFanout" unit="">2</metric>
    <metric name="critical_path.endpoint_type" unit="">output port</metric>
    <metric name="timing.critical_path.slowest_cell_delay" unit="ns">0.47</metric>
    <metric name="worstPathCellList" unit="">clkdlybuf4s50_1</metric>
    <metric name="crit_buf_inv" unit="">1</metric>
    <metric name="worst_reg_to_reg_cells" unit="">4</metric>
    <metric name="cpMaxStageDelayCell" unit="">sky130_fd_sc_hd__clkdlybuf4s50_1</metric>
    <metric name="critical_path.startpoint_type" unit="">flip-flop</metric>
    <metric name="critPathKind" unit="">flip-flop to output port</metric>
    <metric name="setup.worst_path.start" unit="">count[7]</metric>
    <metric name="critPathTopFamily" unit="">buffers and inverters</metric>
    <metric name="worst_ep_arrival_time" unit="ns">1.06</metric>
    <metric name="worstPathRequired" unit="ns">1.12</metric>
  </group>
  <group name="global_routing">
    <metric name="antenna_found_initial" unit="">0</metric>
    <metric name="grt_util_all_layers" unit="">0.0300</metric>
    <metric name="pin_count_of_the_biggest_net_entering_global_routing" unit="">9</metric>
    <metric name="grt-ovfl-total" unit="">0</metric>
    <metric name="grt_first_pass_wirelength" unit="mm">1.44</metric>
    <metric name="via_count_of_the_first_global_routing_pass" unit="">307</metric>
  </group>
  <group name="logic_synthesis">
    <metric name="ys_seq_share" unit="">0.580</metric>
    <metric name="yosysUniqueCellTypes" unit="">12</metric>
    <metric name="synth.cell_area" unit="sq um">345</metric>
    <metric name="ys_chip_area" unit="sq um">345</metric>
    <metric name="synth.yosys.warnings" unit="">1</metric>
    <metric name="synth.ff_latch_count" unit="">8</metric>
    <metric name="postSynthAreaPerCell" unit="sq um">12.8</metric>
    <metric name="number_of_cells_in_the_yosys_synthesis_report" unit="">27</metric>
    <metric name="post_synth_inst_count" unit="">27</metric>
  </group>
  <group name="finish">
    <metric name="layout_top_cells" unit="">11 x sky130_fd_sc_hd__buf_4, 8 x sky130_fd_sc_hd__dfrtp_1, 6 x sky130_fd_sc_hd__dlymetal6s2s_1, 4 x sky130_fd_sc_hd__xnor2_1, 4 x sky130_fd_sc_hd__clkdlybuf4s50_1</metric>
    <metric name="layout-area-overhead-vs-synth" unit="%">80.4</metric>
    <metric name="reg.largest.list" unit="">count (8)</metric>
    <metric name="layout_top_cell_excl_fill_tap" unit="">sky130_fd_sc_hd__buf_4</metric>
    <metric name="drive_above_1_share" unit="">0.333</metric>
    <metric name="max_flop_register" unit="">count</metric>
    <metric name="final.fill_count" unit="">384</metric>
    <metric name="layout.cells.non_filler" unit="">97</metric>
    <metric name="final_core_util" unit="">0.182</metric>
    <metric name="largest_register_ffs" unit="">8</metric>
  </group>
  <group name="final_timing">
    <metric name="final.setup_skew" unit="ns">0.000335</metric>
    <metric name="worst_hold_slack" unit="ns">0.274</metric>
    <metric name="clock.fmax" unit="GHz">0.744</metric>
    <metric name="timing.final.setup_violations" unit="">0</metric>
    <metric name="post-route-min-period" unit="ns">1.34</metric>
    <metric name="setup-tns-final" unit="ns">0</metric>
    <metric name="finalHoldViolCount" unit="">0</metric>
    <metric name="fin_crit_sh" unit="">0.960</metric>
    <metric name="worst_pin_slew" unit="ns">0.315</metric>
    <metric name="worst_slew_margin_rel" unit="">0.789</metric>
    <metric name="final-max-slew-violation-count" unit="">0</metric>
    <metric name="grt_setup_unrepaired" unit="">false</metric>
  </group>
  <group name="die">
    <metric name="die_area" unit="sq um">6400</metric>
    <metric name="coreArea" unit="sq um">3420</metric>
    <metric name="floorplan.die.height" unit="microns">80</metric>
    <metric name="rows" unit="">21</metric>
    <metric name="floorplan.die.width" unit="microns">80</metric>
    <metric name="io_pins" unit="">11</metric>
    <metric name="initCoreUtil" unit="">0.101</metric>
  </group>
  <group name="job">
    <metric name="openroad.warnings" unit="">25</metric>
    <metric name="max_cap_violations" unit="">0</metric>
  </group>
  <group name="cts">
    <metric name="worst_skew_pair.late_latency" unit="ns">0.26</metric>
    <metric name="tritoncts_num_sinks" unit="">8</metric>
    <metric name="cts-buffers-inserted" unit="">3</metric>
    <metric name="clockBufferDepth" unit="">2</metric>
    <metric name="cts.clk_slew.worst_paths" unit="ns">0.05</metric>
    <metric name="cts_hold_buf" unit="">0</metric>
    <metric name="clock_tree_from_tritoncts" unit="">done</metric>
    <metric name="clockRootBuffer" unit="">sky130_fd_sc_hd__clkbuf_4</metric>
    <metric name="cts-htree-levels" unit="">1</metric>
  </group>
  <group name="power">
    <metric name="cellLeakagePower" unit="nW">0.337</metric>
    <metric name="power.density_cell_area" unit="nW/um^2">1810</metric>
    <metric name="worst_ir_drop_vdd" unit="uV">684</metric>
  </group>
  <group name="drt">
    <metric name="detail_route.antenna_diodes" unit="">0</metric>
    <metric name="antenna_left" unit="">0</metric>
    <metric name="avgViaCountPerCell" unit="">3.05</metric>
    <metric name="first_iter_violations" unit="">14</metric>
    <metric name="number_of_vias_in_the_routed_layout" unit="">296</metric>
    <metric name="detail_route.wirelength" unit="microns">847</metric>
    <metric name="detail_route.first_pass.iterations" unit="">3</metric>
    <metric name="remaining_drc_errors" unit="">0</metric>
    <metric name="average_routed_wire_per_standard_cell" unit="microns">8.73</metric>
  </group>
  <group name="outcome">
    <metric name="run_status" unit="">finished clean</metric>
  </group>
  <group name="hold_path">
    <metric name="min_path_type" unit="">input pin to async pin</metric>
  </group>
</metrics>
==> routing by layer <==
metal	share of wire	track usage	up-vias	routed length [microns]
met1	0.49	0.0399	141	417
li1	-	-	141	-
met2	0.36	0.0353	12	301
met5	0	0	-	0
met3	0.15	0.0273	2	124
met4	0.0059	0.00352	0	5
==> per-stage QoR <==
stage	setup slack [ns]	area, sq um	power [W]
finish	0.0561	623	0.00113
global placement	0.0106	510	0.000799
detailed placement	-0.0163	510	0.000810
CTS	0.0145	586	0.00114
floorplan	0.356	345	0.000560
global route	0.00818	623	0.00125
==> cell usage after synthesis <==
| cell type | number | share of area |
|---|---|---|
| sky130_fd_sc_hd__dfrtp_1 | 8 | 0.58 |
| sky130_fd_sc_hd__xnor2_1 | 4 | 0.10 |
| sky130_fd_sc_hd__nand2_1 | 3 | 0.033 |
| sky130_fd_sc_hd__xor2_1 | 3 | 0.076 |
| sky130_fd_sc_hd__nand4_1 | 2 | 0.036 |
| sky130_fd_sc_hd__and3_1 | 1 | 0.018 |
| sky130_fd_sc_hd__ha_1 | 1 | 0.036 |
| sky130_fd_sc_hd__inv_1 | 1 | 0.011 |
| sky130_fd_sc_hd__mux2_2 | 1 | 0.033 |
| sky130_fd_sc_hd__nand4_2 | 1 | 0.036 |
| sky130_fd_sc_hd__nor2_1 | 1 | 0.011 |
| sky130_fd_sc_hd__nor3_2 | 1 | 0.029 |
==> worst paths after layout <==
| path | to | slack (ns) |
|---|---|---|
| worst max-delay path | count[7] | 0.06 |
| worst min-delay path | count[6] | 0.27 |
| worst max register to register | count[1] | 0.09 |
| worst min register to register | count[7] | 0.54 |
| max in group asynchronous | count[1] | 0.89 |
| min in group clk0 | count[7] | 0.54 |
==> kinds of logic after synthesis <==
kind of cell,count (synthesis),share of synthesized area
adders and majority gates,1,0.0362
DFF,8,0.580
buffers and inverters,1,0.0109
and+or+nand+nor,9,0.163
muxes,1,0.0326
xor gates and xnor gates,7,0.178
==> power by group <==
part / internal [W] / switching [W] / total, W
logic: 0.000376 / 0.000199 / 0.000574
registers: 0.000329 / 0.0000474 / 0.000376
clock network: 0.0000981 / 0.0000785 / 0.000177
==> layout make-up <==
cell class	instances	area, sq um	area share
clock buffer	3	22.5	0.0361
multi-input combinational	18	141	0.227
timing repair buffer	21	198	0.317
sequential	8	200	0.321
inverter	1	3.75	0.00602
tap	46	57.6	0.0924
==> what timing repair did <==
action | in CTS | in global routing
gates cloned | 0 | 0
setup endpoints to repair | 7 | 7
setup buffers | 7 | 3
resized | 0 | 6
No activity file was given, so power comes from the tool's default toggle rates.
