### ./design.v
`timescale 1ns/1ns
module pixel_generator
(
    input wire reset,                    
    input wire clk,                      
    input wire load,                     
    input wire [7:0] attribute_data,     
    input wire [7:0] font_data,          
    input wire [2:0] char_msbs,          
    input wire blink_state,              
    input wire cursor_active,            
    input wire extended_bg_colours,      
    output wire [3:0] colour_index       
);
    reg [8:0] pixels;
    reg [7:0] attributes;
    reg cursor_active_latch;
    wire foreground = cursor_active_latch |
                      ~attributes[7] & pixels[8] |
                      ~extended_bg_colours & attributes[7] & blink_state & pixels[8] |
                      extended_bg_colours & pixels[8];
    wire [3:0] foreground_colour = attributes[3:0];
    wire [3:0] background_colour =
        extended_bg_colours ? attributes[7:4] : {1'b0, attributes[6:4]};
    assign colour_index = foreground ? foreground_colour : background_colour;
    always @(posedge reset, posedge clk) begin
        if (reset) begin
            pixels <= 9'b000000000;
        end
        else begin
            if (load) begin
                if (char_msbs == 3'b110) begin
                     pixels = {font_data, font_data[0]};
                end
                else begin
                     pixels = {font_data, 1'b0};
                end
            end
            else begin
                pixels <= {pixels[7:0], 1'b0};
            end
        end
    end
    always @(posedge clk) begin
        if (load) begin
            attributes <= attribute_data;
        end
    end
    always @(posedge clk) begin
        if (load) begin
            cursor_active_latch <= cursor_active;
        end
    end
endmodule
### ./run.sh
#!/bin/bash
# OpenROAD 26Q1-2900-gdf79404cd8, Yosys 0.63+post, stock flow scripts
make -C /OpenROAD-flow-scripts/flow DESIGN_CONFIG=/design/flow/config.mk WORK_HOME=/design/flow/orfs finish
### ./config.mk
export PLATFORM = sky130hd
export DESIGN_NAME = pixel_generator
export DESIGN_NICKNAME = pixel_generator
export VERILOG_FILES = /design/flow/design.v
export SDC_FILE = /design/flow/constraint.sdc
export NUM_CORES = 4
export LEC_CHECK = 1
export CORE_AREA = 10 10 83 83
export DIE_AREA = 0 0 93 93
### ./constraint.sdc
current_design pixel_generator

set clk_period 2.0
set clk_io_pct 0.2

create_clock -name clk0 -period $clk_period [get_ports {clk}]

set non_clock_inputs [all_inputs -no_clocks]
set_input_delay [expr $clk_period * $clk_io_pct] -clock clk0 $non_clock_inputs
set_output_delay [expr $clk_period * $clk_io_pct] -clock clk0 [all_outputs]
==> summary.txt <==
Observations from the implementation run.

Critical path:
- The run gives the critical path's slowest cell as sky130_fd_sc_hd__or3b_4.
- The run gives the critical path depth in cells as 6.
- In this run the critical register-to-register path is launched from pixels[7].
- The report puts the cell count of the worst reg-to-reg path at 1.
- The worst register-to-register path ends at pixels[8].
- Per the timing report, the biggest fanout along the worst path comes to 3.
- The run gives the count of buffering cells on the critical path with inverters included as 3.
- The critical path is of the input port to output port type.
- The run gives the end point of the critical path as colour_index[1].
- The run gives the reg2reg setup slack as 1270 ps.
- For reference, the critical path cell chain is clkdlybuf4s15_1, or3b_4, a21oi_4, buf_6, mux2_4, buf_6.
- Among the stages of the critical path, the cell type that occurs most often is sky130_fd_sc_hd__buf_6.
- The run gives the nature of the critical path endpoint as an output port.
- The run gives the data arrival at the endpoint of the critical path as 1660 ps.
- Tracing the worst setup path back leads to its startpoint at extended_bg_colours.
- On the critical path the largest part of the delay comes from buffers and inverters.
- The run gives the critical path data required time as 1600 ps.
- STA classifies the critical path startpoint as an input port.
- The longest incremental delay of any stage on the critical path is reported as 390 ps.

Final timing:
- The run puts the share of the clock period used by the worst path after layout at 102.9%.
- The run gives the final critical-path required period as 2058 ps.
- Hold-check failures listed in the final report amount to 0.
- The run gives the actual slew at the worst max-slew pin as 343.4 ps.
- The run puts the setup-violating endpoint count in the final report at 3.
- Setup repair after global routing could not meet its margin everywhere.
- The run gives the remaining max-slew budget at the tightest pin as 77.08%.
- The run puts the worst-case setup margin in the final layout at -58.23 ps.
- The run gives the final number of max-transition violations as 0.
- The flow reports an fmax of 485.9 MHz.
- Adding up every negative setup slack in the final design gives -147.8 ps.
- In the final run the clock tree shows a worst skew of 1.070 ps.

Hold path:
- The tightest min-delay check is of the input port to async pin type.

Place:
- The run puts the HPWL after detailed placement at 1237 um.
- The run puts the count of input and output buffers at 28.
- The run gives the cell area after placement as 1051 sq um.
- The run puts the final weighted congestion of routability-driven global placement at 0.6957.
- In this run, placement finished with an instance count of 140.

GRT:
- The run puts the number of antenna violations at the first check in global routing at 0.
- The total overflow left after global routing is 0.
- In the global route stage, overall resource usage came out at 3.683%.
- The run puts the first-pass GRT wire length at 2539 um.
- Entering global routing, the biggest net connects 16 pins.
- The run puts the via count of the first global-routing pass at 531.

CTS:
- The run gives the count of hold-fix buffers inserted at cts as 0.
- TritonCTS built the clock tree.
- The run gives the maximum level of the CTS H-tree as 1.
- In this run the clock root is driven by a sky130_fd_sc_hd__clkbuf_8.
- The run puts the number of CTS-inserted buffers at 3.
- The run gives the clock-pin slew on the worst setup and hold paths as 60 ps.
- Looking at the clock tree report, the maximum root-to-sink buffer count equals 2.
- The run puts the TritonCTS sink count at 18.
- The later pin in the worst-skew pair is clocked with a latency of 240 ps.

Synthesis:
- Yosys shows that the main logic family after synthesis is multiplexers.
- The warning tally printed by Yosys for this design is 1.
- Per the synthesis report, the AND-OR/OR-AND share of the synthesized area is 2.793%.
- Of the total synthesized cell area, the portion taken by XOR and XNOR cells is 0%.
- The run puts the area figure in the yosys stat output at 671.9 sq um.
- The run gives the flop and latch count out of synthesis as 18.
- For reference, the post-synthesis area per instance comes to 16.39 sq um.
- The run puts the cell count listed in synth_stat.txt at 41.
- The run gives the distinct cell type count after synthesis as 12.
- The run puts the register area share after synthesis at 73.74%.
- For reference, full adder, half adder and majority cells occupy 0% of the area reported after synthesis.
- In this run, the synthesized area fraction spent on and/or/nand/nor cells is recorded as 4.469%.
- After synthesis the cells add up to 671.9 sq um.
- The run gives the share of synthesized area spent on multiplexers as 16.76%.
- The run puts the synthesized instance count at 41.

Drt:
- The run gives the first-pass iteration count of the detailed router as 2.
- The run gives the number of antenna diodes as 0.
- The run gives the overall via count from detail_route as 464.
- The run puts the number of DRC violations after detailed routing at 0.
- The run puts the routed length per placed instance at 10.51 um.
- The run gives the remaining antenna violation count after routing as 0.
- The run gives the routed wire length as 1534 um.
- The run gives the detailed router's first-iteration violation count as 10.
- The run gives the routed via count divided by cell count as 3.178.

Final layout:
- Per the cell usage report, the commonest logic cell in the layout is sky130_fd_sc_hd__clkdlybuf4s50_1.
- The run puts the layout overhead on the synthesized area at 70.21%.
- The run gives the final core utilization as 22.25%.
- The run puts the share of final-layout standard cells stronger than drive strength 1 at 28.95%.
- The run puts the combined area of the multi-input logic cells at 182.7 sq um.
- The run gives the summed area of non-filler cells in the final layout as 1144 sq um.
- In the layout the commonest cells are sky130_fd_sc_hd__clkdlybuf4s50_1 (22), sky130_fd_sc_hd__edfxtp_1 (9), sky130_fd_sc_hd__dfrtp_1 (9).
- The run puts the tally of filler cells in the layout at 567.
- The run puts the non-filler instance count after layout at 146.
- The run puts the register cell area after layout at 495.5 sq um.

Floorplanning:
- The run puts the count of boundary I/O pins at 29.
- The run gives the floorplan die area as 8649 sq um.
- The run gives the core utilization at floorplan as 13.07%.
- The run puts the horizontal die size at 93 um.
- The run gives the area of the core as 5140 sq um.
- The run puts the vertical die size at 93 um.
- The report lists the number of standard-cell rows as 26.

Pwr:
- The run puts the overall power at 0.8050 mW.
- VDD sags by at most 273.4 uV.
- The run gives the power dissipated by switching net loads as 0.1532 mW.
- Internal power comes to 0.6518 mW.
- The run gives the share of total power in sequential cells as 53.6%.
- Power spread over the standard cell area amounts to 703.9 nW/um^2.
- The run puts the combinational power share at 15.8%.
- The run gives the share of total power in the clock network as 30.5%.
- The run puts the switching power as a share of total power at 19.03%.
- The leakage component of the power was reported as 0.4394 nW.

Run:
- Warnings raised by the tools during the run amount to 27.
- The run reported a max-capacitance violation count of 0.

Run status:
- The run finished, with violations left.
- The final reports fail on negative setup slack.
==> power groups by stage <==
stage	Clock [mW]	Combinational, mW	Sequential, mW
6_report	0.246	0.127	0.432
5_1_grt	0.276	0.139	0.434
4_1_cts	0.258	0.119	0.432
==> layer usage <==
metal | share of wire (%) | vias up | global-route usage, %
met4 | 0.78 | 0 | 0.3856
met1 | 40 | 226 | 4.065
met2 | 50 | 20 | 6.250
met3 | 9.2 | 2 | 2.100
li1 | - | 216 | -
met5 | 0 | - | 0
==> sequential cells by signal (all words and copies together) (netlist names) <==
signal,cells
cursor_active_latch,1
pixels,9
attributes,8
==> cell usage after synthesis (all sizes together) <==
cell type,instances,area share (%)
nand2,2,1.1
mux2,10,17
dfrtp,9,34
nand3,1,0.74
inv,3,1.7
nor2,1,0.56
or3b,1,1.3
edfxtp,9,40
a21oi,1,1.3
nor3,1,0.74
o21ai,2,1.5
clkbuf,1,0.56
==> how the worst min path moves through the flow <==
stage,from,to,slack (ps),cells past startpoint
final,reset,pixels[3],410,2
after CTS,reset,pixels[8],410,2
after global routing,reset,pixels[3],450,2
==> cell type report <==
class | count | share of cell area [%]
Clock buffer | 3 | 3.610
Multi-Input combinational cell | 19 | 15.97
Inverter | 3 | 0.9847
Sequential cell | 18 | 43.33
Tap cell | 70 | 7.659
Clock inverter | 1 | 0.3282
Timing Repair Buffer | 32 | 28.12
==> what timing repair did <==
| action | in CTS | in global routing |
|---|---|---|
| pin swaps | 2 | 0 |
| setup buffers | 2 | 0 |
| gates resized | 21 | 4 |
| setup endpoints to repair | 4 | 4 |
==> cell families (layout without fill, tap and decap cells) <==
family	Yosys count	count (layout)
AOI/OAI and AO/OA	3	3
buffers and inverters	4	39
DFF	18	18
muxes	10	10
and+or+nand+nor	6	6
==> through the flow <==
stage	setup slack, ps	hold slack, ps
2_1_floorplan	290.1	227.9
3_5_place_dp	-620.5	462.9
3_3_place_gp	-588.6	460.1
4_1_cts	-62.43	414.3
6_report	-58.23	410.1
5_1_grt	-118.9	449.5
Power and IR drop assume default switching activity.
