==> /design/flow/design.v <==
`timescale 1ns/1ns
module loadable_upcounter
#(parameter WIDTH=8,
            INCREMENT=1
)
(
    input wire reset,
    input wire clk,
    input wire load,
    input wire [WIDTH-1:0] value,
    output reg [WIDTH-1:0] count
);
    always @(posedge reset, posedge clk) begin
        if (reset) begin
            count <= {WIDTH{1'b0}};
        end
        else begin
            if (load) begin
                count <= value;
            end
            else begin
                count <= count + INCREMENT;
            end
        end
    end
endmodule
==> /design/flow/run.sh <==
#!/bin/bash
# OpenROAD 26Q1-2900-gdf79404cd8, Yosys 0.63+post, stock flow scripts
make -C /OpenROAD-flow-scripts/flow DESIGN_CONFIG=/design/flow/config.mk WORK_HOME=/design/flow/orfs finish
==> /design/flow/config.mk <==
export PLATFORM = sky130hd
export DESIGN_NAME = loadable_upcounter
export DESIGN_NICKNAME = loadable_upcounter
export VERILOG_FILES = /design/flow/design.v
export SDC_FILE = /design/flow/constraint.sdc
export NUM_CORES = 4
export LEC_CHECK = 1
export CORE_AREA = 10 10 70 70
export DIE_AREA = 0 0 80 80
==> /design/flow/constraint.sdc <==
current_design loadable_upcounter

set clk_period 1.8
set clk_io_pct 0.2

create_clock -name clk0 -period $clk_period [get_ports {clk}]

set non_clock_inputs [all_inputs -no_clocks]
set_input_delay [expr $clk_period * $clk_io_pct] -clock clk0 $non_clock_inputs
set_output_delay [expr $clk_period * $clk_io_pct] -clock clk0 [all_outputs]
==> metrics.csv <==
stage;metric;value;unit
routing;drt first pass iters;4;
routing;detailed-route wire length per cell;10.93;µm
placement;hpwl dp;1.007;mm
global_routing;GRT overflow;0;
routing;Iter 0 DRT Violations;29;
yosys;Post-synth mux share;2.786;%
yosys;yosys aoi share;13.62;%
die;Die Area;0.006400;mm²
die;IO Pins;19;
final_timing;RSZ-0062 raised after global routing;no;
cells_and_area;fin area;671.9;µm²
routing;detailed-route DRC error count;0;
status;status;completed;
final_timing;Tcrit/Tclk final;87.53;%
yosys;yosys adder share;3.096;%
cells_and_area;flip-flop and latch area;200.2;µm²
cells_and_area;max reg flops;8;
final_timing;fmax;0.6347;GHz
setup_path;delay-heaviest family, CP;buffers and inverters;
setup_path;CP max stage delay;0.53;ns
yosys;Mapped Area;404.1;µm²
clock_network;Max Root-Sink Buffers;2;
die;Floorplan Utilization;11.83;%
job;Log Warnings;25;
yosys;Area leader share;49.54;%
die;chip width;80;µm
min_path;Hold Crit Class;in2async;
yosys;simple share;20.74;%
global_routing;largest net degree at the start of global routing;9;
final_timing;# setup viols final;0;
die;Cell Rows;21;
cells_and_area;Gate Area;188.9;µm²
routing;post-route ant nets;0;
placement;Area after DPL;649.4;µm²
cells_and_area;layout cells sized above 1;9.375;%
routing;vias per inst;3.491;
final_timing;Slew HR;79.81;%
setup_path;Worst setup EP type;output port;
job;Max-Cap Viols;0;
routing;Total Wirelength;1.202;mm
clock_network;clock root cell;clkbuf_4;
yosys;comb area leader;simple AND/OR/NAND/NOR gates;
setup_path;slowest cell on the critical path;clkdlybuf4s50_1;
global_routing;initial antenna violation count;0;
yosys;sequential area share after synthesis;49.54;%
setup_path;CP arrival;1.22;ns
yosys;Cell Type Count;16;
yosys;Post-synth top cells;8 x dfrtp_1, 8 x nand2_1, 5 x nand3_1, 4 x o21ai_0;
pwr;Cell Pwr Density;731.4;mW/mm²
cells_and_area;Reg with most FFs;count;
clock_network;Post-CTS Setup Bufs;0;
cells_and_area;Area Growth Syn to Fin;66.25;%
yosys;ys flops;8;
final_timing;final-report hold violation count;0;
final_timing;fin. max-slew vios;0;
clock_network;depth of the CTS H-tree;1;
setup_path;Max Fanout on Critical Path;6;
clock_network;clk sinks;8;
clock_network;clk slew on worst S/H paths;0.05;ns
clock_network;hold buffers post-CTS;0;
pwr;Leak Pwr;0.0002690;µW
final_timing;post-route setup TNS;0;ns
pwr;worst vdd ir;0.1747;mV
global_routing;vias in the first global route;393;
yosys;synthesis area per yosys;404.1;µm²
placement;Final Wtd Congestion;0.7640;
clock_network;TritonCTS clock tree;yes;
placement;# port buffers;18;
cells_and_area;fillcell total;382;
setup_path;CP required;1.44;ns
yosys;XOR/XNOR Area Share;6.502;%
yosys;area leader, netlist;dfrtp_1;
setup_path;crit-path cells;clkdlybuf4s50_1;
yosys;Warnings, synthesis;1;
yosys;syn avg cell area;9.622;µm²
yosys;Mapped Cells;42;
cells_and_area;top flop regs;count (8);
clock_network;TritonCTS buffer count;3;
routing;Antenna Cells;0;
final_timing;worst-margin pin slew;0.3025;ns
clock_network;post-CTS sizing;0;
setup_path;CP startpoint kind;register;
final_timing;Worst Skew;0.003487;ns
global_routing;Total GRT Usage;3.794;%
pwr;Final Power;491.5;µW
clock_network;clock latency (worst-skew pair);0.25;ns
yosys;FFs w/ async S/R, synth;100.0;%
routing;DR vias;384;
global_routing;first-pass GRT wire length;1.890;mm
die;area of the core;0.003416;mm²
setup_path;critical path class;reg2out;
yosys;Post-synth EDFFs;0;
die;die extent in y;80;µm
yosys;top_reg_cell synth;dfrtp_1;
setup_path;Crit path buffers/inverters;1;
yosys;yosys cell count;42;
yosys;Cell area leaders;dfrtp_1 50%, nand2_1 7.4%, nand3_1 6.2%;
final_timing;fin crit period;1.575;ns
==> power by group <==
part           switching (µW)  internal, µW  total, µW
Combinational            39.1          84.1        123
Sequential               29.2           203        232
Clock                    60.0          76.2        136
Total                     128           363        491
==> final timing paths <==
check	slack, ns	start	endpoint	cells past startpoint
max in group asynchronous	1.21	reset	count[2]$_DFF_PP0_	2
setup / recovery	0.22	count[2]$_DFF_PP0_	count[2]	1
hold reg to reg	0.57	count[0]$_DFF_PP0_	count[0]$_DFF_PP0_	1
hold / removal	0.36	reset	count[5]$_DFF_PP0_	2
setup reg to reg	0.44	count[0]$_DFF_PP0_	count[6]$_DFF_PP0_	4
min in group clk0	0.57	count[0]$_DFF_PP0_	count[0]$_DFF_PP0_	1
==> through the flow <==
step	hold WS (ns)	util [%]	cells	setup slack, ns
global placement	0.5454	19.01	107	0.2063
global route	0.3883	19.67	110	0.1512
CTS	0.3730	19.67	110	0.2110
finish	0.3584	19.67	110	0.2245
floorplan	0.1757	-	42	0.5803
detailed placement	0.5616	19.01	107	0.1820
==> area by class of cell <==
class	count	share of cell area, %
Multi-Input combinational cell	31	28.12
Timing Repair Buffer	20	29.05
Clock buffer	3	3.352
Sequential cell	8	29.80
Tap cell	46	8.566
Inverter	2	1.117
==> cells in the final DEF (no fill, tap or decap), drive strengths merged, types with 2 or more instances in the layout <==
cell type and count:
clkdlybuf4s50 18, nand2 8, dfrtp 8, nand3 5
o21ai 4, clkbuf 3, inv 2, o211ai 2
or4 2, xor2 2, nor2 2, buf 2
==> cell families after synthesis <==
kind of cell,count (synthesis)
and+or+nand+nor,18
AOI/OAI and AO/OA,8
DFF,8
xor gates and xnor gates,3
buffers and inverters,3
muxes,1
adders and majority gates,1
==> per-layer routing <==
metal | vias up | GRT usage [%] | share of wire, %
met1 | 175 | 4.318 | 41
met4 | 0 | 0.3521 | 0
met3 | 0 | 3.409 | 16
met5 | - | 0 | 0
met2 | 14 | 5.377 | 43
li1 | 195 | - | -
Power and IR drop assume default switching activity.
